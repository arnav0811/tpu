==> flow/design.v <==
parameter int N = 4;
parameter int DW = 8;
parameter int AW = 32;
typedef enum logic [2:0] {
    READ_HOST_MEMORY = 3'd0,
    READ_WEIGHTS = 3'd1,
    MATRIX_MULTIPLY = 3'd2,
    WRITE_HOST_MEMORY = 3'd3
} tpu_instruction_e;
module mac #(
    parameter int DW = 8,
    parameter int AW = 32
) (
    input logic clk,  
    input logic [DW-1:0] act_in,  
    input logic [DW-1:0] weight_in,  
    output logic [DW-1:0] act_out,  
    output logic [DW-1:0] weight_out,  
    input logic valid_i,  
    output logic valid_o,  
    output logic signed [AW-1:0] psum_o  
);
    logic [DW-1:0] a_q, w_q;  
    always_ff @(posedge clk) begin
        a_q <= act_in;
        w_q <= weight_in;
    end
    assign act_out = a_q;
    assign weight_out = w_q;
    logic signed [AW-1:0] acc_r;  
    always_ff @(posedge clk) begin
        valid_o <= valid_i;
        if (valid_i) 
            acc_r <= acc_r + $signed(act_in) * $signed(weight_in);
        else
            acc_r <= '0;
    end
    assign psum_o = acc_r;
endmodule
==> flow/run.sh <==
#!/bin/bash
# OpenROAD 26Q1-2900-gdf79404cd8, Yosys 0.63+post, stock flow scripts
make -C /OpenROAD-flow-scripts/flow DESIGN_CONFIG=/design/flow/config.mk WORK_HOME=/design/flow/orfs finish
==> flow/config.mk <==
export PLATFORM = sky130hd
export DESIGN_NAME = mac
export DESIGN_NICKNAME = mac
export VERILOG_FILES = /design/flow/design.v
export SDC_FILE = /design/flow/constraint.sdc
export NUM_CORES = 4
export LEC_CHECK = 1
export CORE_UTILIZATION = 40
==> flow/constraint.sdc <==
current_design mac

set clk_period 14.6
set clk_io_pct 0.2

create_clock -name clk0 -period $clk_period [get_ports {clk}]

set non_clock_inputs [all_inputs -no_clocks]
set_input_delay [expr $clk_period * $clk_io_pct] -clock clk0 $non_clock_inputs
set_output_delay [expr $clk_period * $clk_io_pct] -clock clk0 [all_outputs]
==> CHANGELOG.md <==
### Changed

- Flops & latches, synth: 49
- Largest net degree at the start of global routing: 26
- Post-synth ARST share: 0%
- Ys Warns: 1
- Post-Place Cell Area: 7580 um2
- Pins Over Slew Limit: 0
- CP dominant cell by count: fa_1
- Cell variety after synth: 45
- Critical R2R Launch: acc_r[6]
- Syn Std Cell Area: 6640 um2
- Least-Margin Pin Slew: 757 ps
- Core ar.: 16,100 um2
- CP required: 14,790 ps
- Seq share, synth: 14.8%
- Detailed Place HPWL: 11,700 um
- Unrepaired setup endpoints after global routing: no
- Maximum Capacitance Violations: 0
- DRT antenna net count: 0
- Cell taking the most area after synthesis: fa_1
- Hold Crit Depth: 2
- Vias in the first global route: 5,169
- Largest stage delay on the critical path: 760 ps
- Yosys Chip Area: 6640 um2
- Cell Chain, Critical Path: clkdlybuf4s50_1, nand2_1, fa_1, fa_1, inv_1, fa_1, fa_1, ha_1, ha_1, and3_1, and3_1, o211ai_1, a32oi_2, a21oi_1, xnor2_1, nor2_1
- DP Worst Slack: 5750 ps
- Tool warnings: 27
- Die Span Y: 131 um
- Max Buffers Root-to-Sink: 2
- Die width: 131 um
- Antenna violations before repair: 0
- Cell count after synthesis: 649
- Latency at later pin: 300 ps
- Crit path from: weight_in[2]
- DP Cell Count: 929
- Post-route insts no fill: 937
- Fmax: 118 MHz
- TritonRoute pass-1 iters: 4
- Post-CTS setup repair buffer count: 0
- Post-CTS Hold Fix Bufs: 0
- Share of cells above drive strength 1: 2.77%
- Number of flops mapped to enable cells by yosys: 0
- Slowest cell on crit path: fa_1
- Type of the worst setup path: input pin to flip-flop
- Final Setup Violations: 0
- PnR worst setup slack: 6100 ps
- Final Wtd Congestion: 0.920
- Top-area cell share: 41.0%
- Drt total wl: 14,300 um
- Sequential cell area: 981 um2
- CTS H-Tree Depth: 2
- Total Routing Usage GR: 20.3%
- Finished layout cell area: 7760 um2
- Relative slew slack: 49.5%
- Worst-path clk slew: 70 ps
- Final TNS setup: 0 ps
- CTS Sinks: 49
- Fin crit share: 58.2%
- Post_cts resized: 0
- Hold Crit Start: acc_r[0]
- WL per Instance: 15.2 um
- Final min period: 8500 ps
- Status: complete, no violations
- Setup Skew: 7.52 ps
- CTS tree: done
- Diode count: 0
- CP arrival: 8690 ps
- CP Max Fanout: 13
- Post-layout util: 48.3%
- I/O pins: 67
- Hold Vio Cnt, Final: 0
- Synth top area cells: fa_1 (41%), dfxtp_1 (15%), ha_1 (13%), inv_1 (5.7%), and2_1 (3.8%)
- Hold Crit Class: flip-flop to flip-flop
- Root Buffer: clkbuf_16
- Die area: 17,100 um2
- Crit. End Element: flip-flop
- Fillers: 1,423
- DRC Markers: 0
- Logic area: 5240 um2
- Commonest flop: dfxtp_1
- Via/cell ratio: 4.98
- Syn avg cell area: 10.2 um2
- TritonCTS Buffers: 5
- Yosys Instances: 649
- Reg2reg path depth: 17
- Area Growth Syn to Fin: 16.9%
- Initial DRC count: 157
- Worst Setup Start Kind: input pin
- Row count: 46
- GR Overflow Total: 0
- Vias: 4,665
- I/O Buffers: 66
- First-pass GRT wire length: 25,400 um
- Fp util: 41.3%
## area by class of cell
cell class | instances | share of cell area, %
tap | 216 | 3.48
multi-input combinational | 490 | 67.6
clock buffer | 6 | 1.79
clock inverter | 2 | 0.484
inverter | 102 | 4.94
timing repair buffer | 72 | 9.10
sequential | 49 | 12.6
## worst max-delay path: cells and delay by family
kind / cells / cell delay [ps]
AND-OR/OR-AND: 3 / 600
adder cells (fa/ha/maj): 6 / 3010
buffers and inverters: 2 / 1270
XOR/XNOR: 1 / 160
AND/OR/NAND/NOR: 4 / 710
## stage by stage
| step | hold WS, ps |
|---|---|
| after CTS | 603 |
| after floorplan | 535 |
| after detailed placement | 580 |
| after global routing | 634 |
| final | 597 |
| after global placement | 577 |
## cell usage after synthesis (all sizes together), types with 6 or more instances
cell,n
dfxtp,49
nand2b,6
clkbuf,7
nor2,32
and2,40
nor3,8
a21o,9
fa,136
o21ai,19
ha,70
o21bai,6
xnor2,20
a21oi,33
inv,101
nand2,53
nand3,10
## layout by cell type, fill, tap and decap left out, drive strengths merged, types with 2 or more instances in the layout
| master | synthesis | layout |
|---|---|---|
| nor3 | 8 | 8 |
| nor4 | 2 | 2 |
| xnor2 | 20 | 20 |
| mux2i | 5 | 5 |
| clkdlybuf4s50 | 0 | 66 |
| fa | 136 | 136 |
| nand2 | 53 | 53 |
| a211oi | 3 | 3 |
| clkbuf | 7 | 6 |
| nand4 | 4 | 4 |
| o211ai | 5 | 5 |
| and4 | 2 | 2 |
| o21bai | 6 | 6 |
| nor3b | 2 | 2 |
| nor2 | 32 | 32 |
| a211o | 2 | 2 |
| o21a | 2 | 2 |
| and2 | 40 | 40 |
| buf | 1 | 6 |
| ha | 70 | 70 |
| nor2b | 2 | 2 |
| a32oi | 2 | 2 |
| dfxtp | 49 | 49 |
| a31o | 2 | 2 |
| nand2b | 6 | 6 |
| a21o | 9 | 9 |
| a21oi | 33 | 33 |
| xor2 | 3 | 3 |
| and3 | 3 | 3 |
| o21ai | 19 | 19 |
| inv | 101 | 101 |
| o2111ai | 2 | 2 |
| nand3 | 10 | 10 |
| o311ai | 2 | 2 |
## state kept, by name, indices dropped and copies added (netlist names)
name,count
valid_o,1
a_q,8
w_q,8
acc_r,32
## cell families (layout without fill, tap and decap cells)
logic type      after synthesis  in the layout  share of synthesized area, %
fa+ha+maj                   206            206                          54.2
xor+xnor                     23             23                          3.04
buf+inv                     110            182                          6.24
simple gates                165            165                          12.1
flops                        49             49                          14.8
compound gates               91             91                          8.83
mux                           5              5                         0.754
## path summary, 6_finish.rpt
path	to	slack (ps)
setup / recovery	acc_r[31]	6100
hold / removal	acc_r[0]	600
setup reg to reg	acc_r[29]	9730
hold reg to reg	acc_r[0]	600
## metal layers
metal  vias up  GRT usage, %  part of all wire, %
li1       2225             -                    -
met3        21          4.56                  6.0
met2       141          33.6                   49
met5         -             0                    0
met1      2278          28.9                   42
met4         0          3.85                  2.6
